===== flow/config.mk =====
export PLATFORM = sky130hd
export DESIGN_NAME = uart
export DESIGN_NICKNAME = uart
export VERILOG_FILES = /design/flow/design.v
export SDC_FILE = /design/flow/constraint.sdc
export NUM_CORES = 4
export LEC_CHECK = 1
export CORE_UTILIZATION = 50

===== flow/constraint.sdc =====
current_design uart

set clk_period 5.4
set clk_io_pct 0.2

create_clock -name clk0 -period $clk_period [get_ports {clk}]

set non_clock_inputs [all_inputs -no_clocks]
set_input_delay [expr $clk_period * $clk_io_pct] -clock clk0 $non_clock_inputs
set_output_delay [expr $clk_period * $clk_io_pct] -clock clk0 [all_outputs]

===== flow/design.v =====
module uart(
  input clk,reset,
  input rs232_rxd,
  output rs232_txd,
  output reg [7:0] rx_data,
  output reg rx_flag,
  input rx_ack,
  input [7:0] tx_data,
  output reg tx_flag,
  input tx_wr
);
  wire [7:0] rx_d;
  wire [15:0] divisor = 16'd183;   
  uart_transceiver _uart_transceiver(.sys_clk(clk), .sys_rst(reset),
    .uart_rx(rs232_rxd), .uart_tx(rs232_txd),
    .divisor(divisor),
    .rx_data(rx_d), .rx_done(rx_done),
    .tx_data(tx_data), .tx_wr(tx_wr), .tx_done(tx_done));
  always @(posedge clk)
    if (reset)
      rx_flag <= 0;
    else begin
      if (rx_done) begin
        rx_flag <= 1;
        rx_data <= rx_d;
      end else if (rx_ack)
        rx_flag <= 0;
    end
  reg [1:0] tx_state;
  always @(posedge clk)
    if (reset) begin
      tx_state <= 0;
      tx_flag <= 1;
    end else
      case (tx_state)
        2'd0: if (tx_wr) begin tx_flag <= 0; tx_state <= 2'd1; end
        2'd1: if (tx_done) tx_state <= 2'd2;
        2'd2: if (!tx_done) begin tx_flag <= 1; tx_state <= 2'd0; end
      endcase
endmodule
module uart_transceiver(
	input sys_rst,
	input sys_clk,
	input uart_rx,
	output reg uart_tx,
	input [15:0] divisor,
	output reg [7:0] rx_data,
	output reg rx_done,
	input [7:0] tx_data,
	input tx_wr,
	output reg tx_done
);
reg [15:0] enable16_counter;
wire enable16;
assign enable16 = (enable16_counter == 16'd0);
always @(posedge sys_clk) begin
	if(sys_rst)
		enable16_counter <= divisor - 16'b1;
	else begin
		enable16_counter <= enable16_counter - 16'd1;
		if(enable16)
			enable16_counter <= divisor - 16'b1;
	end
end
reg uart_rx1;
reg uart_rx2;
always @(posedge sys_clk) begin
	uart_rx1 <= uart_rx;
	uart_rx2 <= uart_rx1;
end
reg rx_busy;
reg [3:0] rx_count16;
reg [3:0] rx_bitcount;
reg [7:0] rx_reg;
always @(posedge sys_clk) begin
	if(sys_rst) begin
		rx_done <= 1'b0;
		rx_busy <= 1'b0;
		rx_count16  <= 4'd0;
		rx_bitcount <= 4'd0;
	end else begin
		rx_done <= 1'b0;
		if(enable16) begin
			if(~rx_busy) begin  
				if(~uart_rx2) begin  
					rx_busy <= 1'b1;
					rx_count16 <= 4'd7;
					rx_bitcount <= 4'd0;
				end
			end else begin
				rx_count16 <= rx_count16 + 4'd1;
				if(rx_count16 == 4'd0) begin  
					rx_bitcount <= rx_bitcount + 4'd1;
					if(rx_bitcount == 4'd0) begin  
						if(uart_rx2)
							rx_busy <= 1'b0;
					end else if(rx_bitcount == 4'd9) begin
						rx_busy <= 1'b0;
						if(uart_rx2) begin  
							rx_data <= rx_reg;
							rx_done <= 1'b1;
						end  
					end else
						rx_reg <= {uart_rx2, rx_reg[7:1]};
				end
			end
		end
	end
end
reg tx_busy;
reg [3:0] tx_bitcount;
reg [3:0] tx_count16;
reg [7:0] tx_reg;
always @(posedge sys_clk) begin
	if(sys_rst) begin
		tx_done <= 1'b0;
		tx_busy <= 1'b0;
		uart_tx <= 1'b1;
	end else begin
		tx_done <= 1'b0;
		if(tx_wr) begin
			tx_reg <= tx_data;
			tx_bitcount <= 4'd0;
			tx_count16 <= 4'd1;
			tx_busy <= 1'b1;
			uart_tx <= 1'b0;
		end else if(enable16 && tx_busy) begin
			tx_count16  <= tx_count16 + 4'd1;
			if(tx_count16 == 4'd0) begin
				tx_bitcount <= tx_bitcount + 4'd1;
				if(tx_bitcount == 4'd8) begin
					uart_tx <= 1'b1;
				end else if(tx_bitcount == 4'd9) begin
					uart_tx <= 1'b1;
					tx_busy <= 1'b0;
					tx_done <= 1'b1;
				end else begin
					uart_tx <= tx_reg[0];
					tx_reg <= {1'b0, tx_reg[7:1]};
				end
			end
		end
	end
end
endmodule

===== flow/run.sh =====
#!/bin/bash
# OpenROAD 26Q1-2900-gdf79404cd8, Yosys 0.63+post, stock flow scripts
make -C /OpenROAD-flow-scripts/flow DESIGN_CONFIG=/design/flow/config.mk WORK_HOME=/design/flow/orfs finish

==> flow_summary.ini <==
; flow metrics
[run_status]
status = complete, no violations

[power]
leakage_nw = 1.31
p_clk_share_pct = 41.9
power_frac_comb_pct = 4.3
ir_drop_uv = 196
p_per_area_mw_per_mm2 = 313
seqPwrFrac_pct = 53.8
power_switching_w = 0.000252
power.internal_w = 0.000912
swShare_pct = 21.6

[floorplanning]
dieArea_mm2 = 0.00666
core_mm2 = 0.00603
rows = 28
ios = 24
die_y_um = 81.6
die_w_um = 81.6
initCoreUtil_pct = 52.6

[route]
viasPerCell = 5.21
ant_nets = 0
vias = 2018
routedWlPerCell_um = 12.7
finalWirelength_mm = 4.90
diodes = 0
initialDrtViolationCount = 91
firstDrtPassIters = 4
drcViolationCount = 0

[final_layout]
drive_gt1_share_pct = 10.6
largest_register = _uart_transceiver.enable16_counter
final-instance-count-excl-fill = 387
syn2layout_area_growth_pct = 17.2
largest_reg_flops = 16

[logic_synthesis]
edf_count = 40
ys_area_mm2 = 0.00317
async_reset_ff_share_pct = 0
ys_seq_share_pct = 60.6
yosysCellCount = 279
syn_avg_cell_area_um2 = 11.4
synth_area_mm2 = 0.00317
yosys.area.top_type_share_pct = 37.9
netlist_instances = 279
largest_area_cell = edfxtp_1
yosys_warnings = 4
top_cells_by_count = 40 x edfxtp_1, 36 x dfxtp_1, 27 x nor2_1, 18 x a21oi_1, 17 x inv_1
area_leaders = edfxtp_1 38%, dfxtp_1 23%, ha_1 4.3%, nor2_1 3.2%, a21oi_1 2.8%
yosysMostFrequentCell = edfxtp_1
ys_ff = 76
synth-main-ff-cell = edfxtp_1
synth.distinct_cells = 43

[global_route]
antenna_found_initial = 0
grt_usage_pct = 17.2
grt-ovfl-total = 0
grt_pass1_wl_mm = 8.41
grt_pass1_vias = 1829
grt_max_degree = 23

[clocking]
clk_pin_slew_ns = 0.08
clock-sinks = 76
clockBufferDepth = 2
clkLatencyLatePin_ns = 0.34
cts_resized = 0
cts_tree = built
cts_root_buf = clkbuf_8
htreeDepth = 3
cts_buffers = 9
postCtsHoldBufs = 0
postCtsSetupRepairBufs = 0

[worst_setup_path]
crit_fanout = 11
critical_path_class = flop to flop
critPathCaptureType = flop
cp_data_arrival_time_ns = 2.79
cp.required_ns = 5.45
crit_path_start_kind = flop

[placed_design]
io_buffer_count = 23
finalWeightedCongestion = 0.786
place_inst = 371
dp.final_hpwl_mm = 3.27

[flow_run]
warnings = 31
max_cap_violations = 0

[timing]
rsz0062_at_grt = no
maxSlewViolCount = 0
setup_tns_ns = 0
fin_crit_sh_pct = 50.8
worst_pin_slew_ns = 0.810
fmax_ghz = 0.365
hold_violations = 0
clock-skew-final_ns = 0.00611
setup_violations = 0
fin_crit_ns = 2.74
maxSlewHeadroom_pct = 45.8

[worst_hold_path]
worstHoldPathType = flop to flop
per-layer routing:
metal,vias up,global-route usage (%),wire length [um]
li1,1072,-,-
met1,899,31.3,2720
met2,34,22.8,1900
met3,13,2.82,191
met4,0,2.98,93
met5,-,0,0
cell families after synthesis:
| family | count (synthesis) | share of synthesized area, % |
|---|---|---|
| mux | 7 | 2.49 |
| buf+inv | 28 | 3.47 |
| xor+xnor | 12 | 3.32 |
| simple gates | 101 | 16.9 |
| flops | 76 | 60.6 |
| fa+ha+maj | 11 | 4.34 |
| compound gates | 44 | 8.88 |
placed cells by master (no fill, tap or decap), types with 3 or more instances in the layout:
cell | netlist | final
nand3b_1 | 3 | 3
nor2b_1 | 7 | 7
buf_4 | 0 | 5
ha_1 | 11 | 11
nand2_1 | 15 | 15
clkbuf_8 | 0 | 9
nor3_1 | 6 | 6
a21oi_1 | 18 | 18
or4_1 | 5 | 5
nand4_1 | 5 | 5
edfxtp_1 | 40 | 40
xor2_1 | 7 | 7
o31ai_1 | 6 | 6
a31oi_1 | 4 | 4
inv_1 | 17 | 17
inv_6 | 0 | 3
clkdlybuf4s50_1 | 0 | 23
nand2b_1 | 3 | 3
o21ai_0 | 4 | 4
dfxtp_1 | 36 | 36
xnor2_1 | 5 | 5
nand3_1 | 12 | 12
nor2_1 | 27 | 27
mux2_2 | 7 | 7
nor4_1 | 5 | 5
through the flow:
step / total power (W) / hold WS (ns) / utilization, % / setup WS (ns) / area, um^2
CTS: 0.00118 / 0.337 / 61.6 / 2.68 / 3710
global placement: 0.000690 / 0.310 / 57.8 / 2.49 / 3480
floorplan: 0.000670 / 0.310 / - / 2.76 / 3170
global route: 0.00121 / 0.346 / 61.6 / 2.48 / 3710
detailed placement: 0.000690 / 0.322 / 57.8 / 2.47 / 3480
finish: 0.00116 / 0.333 / 61.6 / 2.66 / 3710
worst max-delay path, cell delays in order, from the launching register on:
cell,delay (ns)
dfxtp_1,0.35
or4_4,0.56
nor2_1,0.64
nand3_1,0.34
nor4_1,0.36
buf_4,0.22
final cells by class:
type	count	area (um^2)
Clock buffer	9	124
Clock inverter	7	105
Fill cell	494	2310
Inverter	17	63.8
Multi-Input combinational cell	175	1140
Sequential cell	76	1920
Tap cell	75	93.8
Timing Repair Buffer	28	268
power groups by stage:
stage | Combinational (W) | Sequential (W) | Clock, W
6_report | 0.0000500 | 0.000626 | 0.000488
4_1_cts | 0.0000510 | 0.000626 | 0.000500
5_1_grt | 0.0000576 | 0.000628 | 0.000525
worst paths after layout:
check	startpoint	to	slack, ns	cells past startpoint
worst max-delay path	_uart_transceiver.enable16_counter[11]	_uart_transceiver.rx_data[4]	2.66	5
worst min-delay path	_uart_transceiver.uart_rx1	_uart_transceiver.uart_rx2	0.33	0
worst max register to register	_uart_transceiver.enable16_counter[11]	_uart_transceiver.rx_data[4]	2.66	5
worst min register to register	_uart_transceiver.uart_rx1	_uart_transceiver.uart_rx2	0.33	0
Power figures rest on the tool's default switching activity, not on a simulated workload.
