### design/flow/config.mk
export PLATFORM = sky130hd
export DESIGN_NAME = blink
export DESIGN_NICKNAME = blink
export VERILOG_FILES = /design/flow/design.v
export SDC_FILE = /design/flow/constraint.sdc
export NUM_CORES = 4
export LEC_CHECK = 1
export CORE_AREA = 10 10 70 70
export DIE_AREA = 0 0 80 80
### design/flow/constraint.sdc
current_design blink

set clk_period 1.3
set clk_io_pct 0.2

create_clock -name clk0 -period $clk_period [get_ports {clk}]

set non_clock_inputs [all_inputs -no_clocks]
set_input_delay [expr $clk_period * $clk_io_pct] -clock clk0 $non_clock_inputs
set_output_delay [expr $clk_period * $clk_io_pct] -clock clk0 [all_outputs]
### design/flow/design.v
module godil40_xc3s500e(
  input clk_49152mhz,
  output [15:0] ab,
  inout [7:0] db,
  input res,
  output rw,
  output sync,
  input so,
  input clk0,
  output clk1out,
  output clk2out,
  input rdy,
  input nmi,
  input irq,
  output [1:0] led
);
  wire [7:0] db_i;
  wire [7:0] db_o;
  wire [7:0] db_t;   
  assign db_i = db;
  assign db = rw ? 8'bz : db_o;
  wire eclk, ereset;
  clock_and_reset _clk(clk_49152mhz, eclk, ereset);
  blink #(26) _blink0(eclk, led[0]);
  assign led[1] = !res;
  chip_6502 _chip_6502(eclk, ereset,
    ab[0], ab[1], ab[2], ab[3], ab[4], ab[5], ab[6], ab[7], ab[8], ab[9], ab[10], ab[11], ab[12], ab[13], ab[14], ab[15],
    db_i[0], db_o[0], db_t[0], db_i[1], db_o[1], db_t[1], db_i[2], db_o[2], db_t[2], db_i[3], db_o[3], db_t[3], 
    db_i[4], db_o[4], db_t[4], db_i[5], db_o[5], db_t[5], db_i[6], db_o[6], db_t[6], db_i[7], db_o[7], db_t[7], 
    res, rw, sync, so, clk0, clk1out, clk2out, rdy, nmi, irq);
endmodule
module clock_and_reset(
  input clk_in,
  output eclk,
  output ereset
);
  wire clk_56mhz;
  dcm_mult #(8,7) _dcm0(clk_in, clk_56mhz);
  BUFG b0(.I(clk_56mhz), .O(eclk));
  reg [7:0] r = 8'd0;
  always @(posedge eclk)
    r <= {r[6:0], 1'b1};
  assign ereset = ~r[7];
endmodule
module dcm_mult(
  input clk_in,
  output clk_out
);
  parameter N = 2;
  parameter D = 2;
  wire clk_m;
  DCM_SP #(
   .CLKFX_DIVIDE(D),     
   .CLKFX_MULTIPLY(N),  
   .STARTUP_WAIT("TRUE")     
) DCM_SP_inst (
   .CLKFX(clk_out),      
   .CLKIN(clk_in)     
);
endmodule
module blink(
  input clk,
  output led
);
  parameter W = 8;
  reg [W-1:0] c;
  always @(posedge clk)
    c <= c + 1;
  assign led = c[W-1];
endmodule
### design/flow/run.sh
#!/bin/bash
# OpenROAD 26Q1-2900-gdf79404cd8, Yosys 0.63+post, stock flow scripts
make -C /OpenROAD-flow-scripts/flow DESIGN_CONFIG=/design/flow/config.mk WORK_HOME=/design/flow/orfs finish
==> results_slide.txt <==
Implementation Results

Clock network
  • Max Buffers Root-to-Sink: 2
  • CTS root buffer: sky130_fd_sc_hd__clkbuf_4
  • Clock-pin slew on the worst setup and hold paths: 0.05 ns
  • Clock tree from TritonCTS: built
  • Clock H-tree levels: 1
  • Clock latency on the worst-skew pair: 0.25 ns
  • Number of buffers created by CTS: 3
  • Number of sinks driven by the clock tree: 8

Placement
  • Placed instance count: 71
  • HPWL after detailed placement: 313 um
  • Pre-CTS setup slack: 0.250 ns
  • Post-placement cell area: 344 sq um
  • Count of input and output buffers: 1
  • Final RePlAce weighted congestion: 0.635

Routing
  • Final routed DRC violation total: 0
  • Initial drt markers: 2
  • Wire per inst: 5.73 um
  • Post-detailed-route count of antenna-violating nets: 0
  • DR pass1 iterations: 4
  • Number of inserted diodes: 0
  • Post-detailed-route via-to-cell ratio: 2.37
  • Wire length reported by the detailed router: 430 um
  • Vias: 178

Power
  • Sequential group share of total power: 0.575
  • Leak Pwr: 0.157 nW
  • Proportion of total power due to net switching: 0.179
  • Switch Pwr: 0.0765 mW
  • Internal Power: 0.351 mW
  • Peak ir drop on the vdd network: 0.250 mV
  • Gate power share: 0
  • Design Power: 0.427 mW
  • Clock network power share: 0.425
  • Power per Cell Area: 1130 mW/mm^2

Logic synthesis
  • Synthesized flop and latch total: 8
  • Yosys cell types: 11
  • YS chip area: 277 sq um
  • Number of instances in the synthesized netlist: 24
  • Area fraction of the dominant cell type after synthesis: 0.579
  • Mapped Area: 277 sq um
  • Largest cells by area: sky130_fd_sc_hd__dfxtp_1 58%, sky130_fd_sc_hd__xnor2_1 9.5%, sky130_fd_sc_hd__xor2_1 9.5%
  • Post-synth seq share: 0.579
  • Synth Area per Inst: 11.5 sq um
  • Number of warnings reported in the yosys synthesis log: 2
  • Cell type with the largest total area: sky130_fd_sc_hd__dfxtp_1
  • Number of cell instances after yosys synthesis: 24

STA
  • Hold Fails Final Rpt: 0
  • Worst-case setup margin in the final layout: 0.311 ns
  • Worst clock skew: 0.00123 ns
  • Maximum clock frequency: 1010 MHz
  • RSZ-0062 raised after global routing: false
  • Share of the clock period used by the worst path: 0.761
  • Remaining max-slew budget at the tightest pin: 0.887
  • Accumulated negative setup slack: 0 ns
  • Final number of setup-violating endpoints: 0
  • Worst hold slack: 0.414 ns
  • Worst Tran Pin Value: 0.170 ns
  • Number of slew-limit violations in the final report: 0
  • Minimum clock period: 0.989 ns

Run
  • OpenROAD warnings: 25
  • Max capacitance violation total: 0

Final layout
  • Design Area, Final: 378 sq um
  • Relative area change from synthesis to final layout: 36.7%
  • Share of layout cells above drive strength 1: 0.241
  • Largest registers: c (8)
  • Most frequent logic cell in the layout: sky130_fd_sc_hd__dfxtp_1
  • Post-route insts no fill: 75
  • Top Layout Cells: 7 x sky130_fd_sc_hd__dfxtp_1, 3 x sky130_fd_sc_hd__xor2_1, 3 x sky130_fd_sc_hd__xnor2_1, 3 x sky130_fd_sc_hd__clkbuf_4
  • Register with the most flip-flops: c
  • Max reg flops: 8
  • Post-Route Utilization: 0.111

Floorplanning
  • Die height: 80 um
  • Core Area: 0.00342 sq mm
  • Die area: 0.00640 sq mm
  • Starting density of the core: 0.0810
  • Count of boundary I/O pins: 2
  • Die Span X: 80 um
  • Row count: 21

Worst setup path
  • Req. time, crit path: 1.47 ns
  • Endpoint kind of the worst setup timing path: flip-flop
  • Crit path DAT: 1.16 ns
  • Type of the worst setup path: flip-flop to flip-flop
  • Crit path max fanout: 4
  • Category of the worst setup path launch point: flip-flop

Global route
  • Initial antenna violation count: 0
  • Grt ovf: 0
  • Total routing usage reported by global routing: 0.0163
  • Pin count of the biggest net entering global routing: 5
  • Wire length of the first global-routing pass: 772 um
  • Vias in the first global route: 187

Min path
  • Kind of path behind the tightest hold check: flip-flop to flip-flop

Status
  • Status: finished, final reports clean
cell usage after synthesis:
cell type and number:
sky130_fd_sc_hd__nand2_1 2, sky130_fd_sc_hd__and3_1 1, sky130_fd_sc_hd__inv_1 1, sky130_fd_sc_hd__dfxtp_1 8, sky130_fd_sc_hd__nor3_2 1, sky130_fd_sc_hd__nand3_1 2, sky130_fd_sc_hd__ha_1 1, sky130_fd_sc_hd__xnor2_1 3
sky130_fd_sc_hd__nand3_2 1, sky130_fd_sc_hd__nor2_1 1, sky130_fd_sc_hd__xor2_1 3
power by group through the flow:
stage | Clock, mW | Combinational (mW) | Sequential, mW
after CTS | 0.191 | 0.0000000594 | 0.246
after global routing | 0.206 | 0.0000000781 | 0.245
final | 0.182 | 0.0000000781 | 0.246
repair_timing:
action,4_1_cts,5_1_grt
pin swaps,0,0
hold buffers,0,0
endpoints found under the setup margin,1,1
gates resized,1,1
setup buffers,1,0
worst paths after layout:
| kind | start | endpoint | slack (ns) | cells past startpoint |
|---|---|---|---|---|
| min reg2reg | c[0] | c[0] | 0.41 | 1 |
| min | c[0] | c[0] | 0.41 | 1 |
| max reg2reg | c[2] | c[7] | 0.31 | 3 |
| max | c[2] | c[7] | 0.31 | 3 |
cell type report:
class | instances | area [sq um]
clock buffers | 3 | 22.5
fillers | 396 | 3040
inverters | 1 | 3.75
multi-input cells | 15 | 113
flip-flops and latches | 8 | 161
well taps | 46 | 57.6
repair buffers | 2 | 20.0
critical path: stages (launching register included):
cell and delay [ns]:
sky130_fd_sc_hd__dfxtp_1 0.40, sky130_fd_sc_hd__nand3_2 0.14, sky130_fd_sc_hd__nor3_2 0.22, sky130_fd_sc_hd__xor2_1 0.16
kinds of logic (layout without fill, tap and decap cells):
family,count (synthesis),in the layout,share of synthesized area
flops,8,8,0.579
simple gates,8,8,0.172
xor+xnor,6,6,0.190
buf+inv,1,6,0.0136
fa+ha+maj,1,1,0.0452
layer usage:
metal / vias to the layer above / part of all wire / global-route usage
met5: - / 0 / 0
met4: 0 / 0 / 0.00176
met3: 0 / 0.17 / 0.0216
met2: 4 / 0.40 / 0.0217
met1: 86 / 0.43 / 0.0154
li1: 88 / - / -
Power is estimated from default activity; no workload was simulated.
