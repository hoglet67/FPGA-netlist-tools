**run.sh**
```bash
#!/bin/bash
# OpenROAD 26Q1-2900-gdf79404cd8, Yosys 0.63+post, stock flow scripts
make -C /OpenROAD-flow-scripts/flow DESIGN_CONFIG=/design/flow/config.mk WORK_HOME=/design/flow/orfs finish
```
**constraint.sdc**
```tcl
current_design hp35_rom_control1

set clk_period 2.2
set clk_io_pct 0.2

create_clock -name clk0 -period $clk_period [get_ports {clk}]

set non_clock_inputs [all_inputs -no_clocks]
set_input_delay [expr $clk_period * $clk_io_pct] -clock clk0 $non_clock_inputs
set_output_delay [expr $clk_period * $clk_io_pct] -clock clk0 [all_outputs]
```
**design.v**
```verilog
module hp35_rom_control1(input clk, input sync, output x0,x1,y0,y1,z0,z1,z2,z3,z4);
  wire n_433,n_432,n_416,n_378,n_353,n_435,n_414,n_438;
  wire n_371,n_359,n_415,y0,y1,n_341,n_389,n_362;
  wire n_361,n_367,n_340,n_407,n_401,n_424,n_440,n_427;
  wire n_420,n_422,n_409,z4,x0,x1,z0,z1;
  wire z2,z3,n_392,n_393,n_391,n_396,n_395,n_399;
  reg n_430,n_428,n_429,n_426,n_377,n_421,n_408,n_348;
  assign n_371 = ~n_401;
  assign n_340 = ~(n_435 | n_430 | n_393);
  assign n_396 = ~(n_430 | n_367);
  assign n_440 = ~n_435;
  assign n_435 = ~(n_428 | n_426 | n_433 | n_420);
  assign n_416 = ~n_430;
  assign n_367 = ~(y0 | n_440 | n_430);
  assign n_353 = ~(n_438 | n_420);
  assign n_432 = ~(n_416 | n_440 | n_393);
  assign n_415 = ~n_426;
  assign n_409 = ~(n_359 | n_389);
  assign z0 = ~n_432;
  assign n_395 = ~(n_426 | n_422);
  assign n_389 = ~(n_416 | n_420 | n_414);
  assign n_420 = ~n_348;
  assign n_427 = ~(n_428 | n_433 | n_429);
  assign n_414 = ~n_427;
  assign z2 = ~(n_428 | n_416 | n_420 | n_429 | n_424 | n_426);
  assign z4 = ~(n_392 | n_407 | n_424 | n_393 | n_416 | n_426);
  assign x1 = ~x0;
  assign n_341 = ~(n_340 | n_362);
  assign z3 = ~(n_429 | n_430 | n_415 | n_407 | n_392 | n_424);
  assign y0 = ~n_378;
  assign n_422 = ~(n_440 | n_378 | n_430);
  assign n_399 = ~(n_433 | n_426 | n_407 | n_430 | n_392 | n_393);
  assign n_438 = ~(n_440 | n_378 | n_416);
  assign n_433 = ~n_377;
  assign n_401 = ~(n_428 | n_422);
  assign z1 = ~(n_440 | n_393 | n_430);
  assign n_424 = ~n_433;
  assign n_362 = ~(n_416 | n_429);
  assign n_392 = ~n_420;
  assign n_361 = ~n_408;
  assign x0 = ~n_421;
  assign n_391 = ~(n_430 | n_392 | n_414);
  assign n_359 = ~(n_391 | n_361);
  assign y1 = ~n_399;
  assign n_393 = ~n_429;
  assign n_407 = ~n_428;
  assign n_378 = ~sync;
  always @(posedge clk) begin
    n_430 <= n_353;
    n_421 <= n_361;
    n_408 <= n_409;
    n_348 <= n_433;
    n_426 <= n_341;
    n_377 <= n_371;
    n_428 <= n_395;
    n_429 <= n_396;
  end
endmodule
```
**config.mk**
```make
export PLATFORM = sky130hd
export DESIGN_NAME = hp35_rom_control1
export DESIGN_NICKNAME = hp35_rom_control1
export VERILOG_FILES = /design/flow/design.v
export SDC_FILE = /design/flow/constraint.sdc
export NUM_CORES = 4
export LEC_CHECK = 1
export CORE_AREA = 10 10 70 70
export DIE_AREA = 0 0 80 80
```
==> results.cfg <==
; implementation run metrics
[routing]
first_pass_iters = 4
via_count = 323
finalWirelength_um = 837
drc = 0
insertedDiodeCount = 0
dr.first_iter.drc_count = 5
ant_nets = 0
vias_per_cell = 3.330
wl_per_cell_um = 8.629

[setup_path]
required_ns = 1.76
worstPathArrival_ns = 1.65
reg2reg_depth = 3
critPathKind = reg2out
end_kind = output pin
cp_max_fo = 6
start_kind = flop

[yosys]
yosys-stat-cells = 39
flop_cell = dfxtp_1
ys_warn_count = 1
syn_inst = 39
synth-seq-cells = 8
ys_types = 21
postSynthSeqShare_pct = 46.72
enable_flop_cells = 0
avgSynthCellArea_um2 = 8.790
yosysChipArea_um2 = 342.8
syn-cell-area_um2 = 342.8
async_flop_share_pct = 0

[timing]
tns_ns = 0
skew_ns = 0.002840
fin_crit_ns = 2.091
max_slew_margin_pct = 81.84
rsz0062_at_grt = false
setup_viol = 0
slew_viol_final = 0
hold_viol = 0
fmax_mhz = 478.3
fin_crit_sh_pct = 95.03
worst_pin_slew_ns = 0.2686

[cts]
cts_max_path_buffers = 2
path_clk_slew_ns = 0.05
cts_resized = 0
clock_sinks = 8
cts_buffers = 3
clk_latency_ns = 0.25
post_cts_buffers = 0
htreeDepth = 1
cts_root_buf = clkbuf_4
cts_tree = done
cts_hold_buffers = 0

[grt]
grt_pass1_vias = 292
overflow = 0
grt_pass1_wl_um = 1304
antenna_found_initial = 0
track_usage_pct = 2.487
grt_max_degree = 10

[status]
status = finished, final reports clean

[floorplanning]
initial_core_util_pct = 10.04
die_w_um = 80
io_pins = 11
die_area_um2 = 6400
dieHeight_um = 80
core_um2 = 3416
fp-row-count = 21

[place]
dp.cells = 94
port_buffers = 10
dp.final_hpwl_um = 663.3
place_congestion = 0.7770

[job]
drv_cap = 0
warnings = 25

[worst_hold_path]
min_path_type = reg2reg
hold-path-cell-count = 1

[power_and_ir_drop]
p_per_area_nw_per_um2 = 1256
vdd_ir_drop_max_v = 0.0002112
p_leak_uw = 0.0001873

[finish]
post_route_cells_drive_above_1_share_pct = 11.76
fin_cells = 97
syn_to_final_growth_pct = 52.19
==> per-layer routing <==
metal | vias to the layer above | wire, um | GRT usage (%)
li1 | 160 | - | -
met1 | 148 | 434 | 3.492
met2 | 11 | 285 | 2.970
met3 | 4 | 81 | 1.136
met4 | 0 | 35 | 1.408
met5 | - | 0 | 0
==> synthesized netlist by cell type (all sizes together), types with 2 or more instances <==
cell   n  area, um^2
nor2   6       22.52
dfxtp  8       160.2
inv    5       18.76
nor4b  2       17.52
nor2b  3       18.77
==> critical path, stage by stage (launching register included) <==
cell	delay [ns]
dfxtp_1	0.35
nand2b_1	0.21
nor4b_1	0.32
clkdlybuf4s50_1	0.53
==> cell families after synthesis <==
| family | share of synthesized area (%) |
|---|---|
| AND-OR/OR-AND | 10.59 |
| flip-flops | 46.71 |
| buffers and inverters | 7.663 |
| AND/OR/NAND/NOR | 35.04 |
==> power by group <==
part	internal, uW	switching [uW]	total (uW)
registers	227	110	337
clock network	62.2	46.0	108
logic	135	75.0	210
==> flip-flops by register name, indices dropped and copies added, names as in the netlist <==
register  flops
n_428         1
n_430         1
n_377         1
n_408         1
n_429         1
n_348         1
n_426         1
n_421         1
==> worst paths after layout <==
path | from | endpoint | slack [ns]
setup / recovery | n_348 | z3 | 0.11
hold / removal | n_408 | n_421 | 0.39
setup reg to reg | n_377 | n_408 | 1.06
hold reg to reg | n_408 | n_421 | 0.39
==> stage by stage <==
| step | hold slack [ns] | util (%) | power, uW | cell area [um^2] | setup slack (ns) |
|---|---|---|---|---|---|
| 2_1_floorplan | 0.3666 | - | 439.3 | 342.8 | 0.9687 |
| 3_3_place_gp | 0.3803 | 14.43 | 536.7 | 493.0 | 0.2802 |
| 3_5_place_dp | 0.3834 | 14.43 | 542.4 | 493.0 | 0.2719 |
| 4_1_cts | 0.3975 | 15.09 | 654.6 | 515.5 | 0.05994 |
| 5_1_grt | 0.4123 | 15.27 | 710.1 | 521.8 | 0.01251 |
| 6_report | 0.3949 | 15.27 | 655.4 | 521.8 | 0.1094 |
==> area by class of cell <==
cell class | instances | area [um^2]
fill | 392 | 2894
sequential | 8 | 161.4
multi-input combinational | 25 | 161.4
timing repair buffer | 10 | 100.1
tap | 46 | 57.56
clock buffer | 3 | 22.52
inverter | 5 | 18.77
==> placed cells by master, fill, tap and decap left out, types with 2 or more instances in the layout <==
| cell type | instances |
|---|---|
| dfxtp_1 | 7 |
| inv_1 | 4 |
| nor2b_1 | 3 |
| clkbuf_4 | 3 |
| nor2_1 | 6 |
| nor4b_1 | 2 |
| clkdlybuf4s50_1 | 10 |
Power and IR drop assume default switching activity.
