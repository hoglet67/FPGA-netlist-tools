==> /design/flow/design.v <==
module rom_4004(
  input eclk, ereset,
  input clk1, clk2, sync, cm_rom,
  input [3:0] db,
  output [3:0] db_rom
);
  reg [11:0] a;
  reg [7:0] d;
  always @(a)
    case (a[3:0])
      4'd0: d = 8'hd5;
      4'd1: d = 8'hd6;
      4'd2: d = 8'hf2;
      4'd3: d = 8'hf2;
      4'd4: d = 8'hf2;
      4'd5: d = 8'hf2;
      4'd6: d = 8'hf2;
      4'd7: d = 8'h40;
      4'd8: d = 8'h06;
      4'd9: d = 8'h00;
      4'd10: d = 8'h00;
      4'd11: d = 8'h00;
      4'd12: d = 8'h00;
      4'd13: d = 8'h00;
      4'd14: d = 8'h00;
      4'd15: d = 8'h00;
    endcase
  reg [2:0] c,c1;
  reg clk1p;
  reg clk2p;
  reg [7:0] d1;
  always @(posedge eclk)
    if (ereset) begin
      c <= 0;
      c1 <= 0;
      clk1p <= 0;
      clk2p <= 0;
      a <= 0;
    end else begin
      clk1p <= clk1;
      clk2p <= clk2;
      if (clk2 & !clk2p) begin
        c <= sync ? 0 : c+1;
        if (c==3'd0)
          a[3:0] <= db;
        if (c==3'd1)
          a[7:4] <= db;
        if (c==3'd2)
          a[11:8] <= db;
      end
      if (clk1 & !clk1p) begin
        c1 <= c;
        d1 <= d;
      end
    end
  assign db_rom = (c1==3'd3) ? d1[7:4] : (c1==3'd4) ? d1[3:0] : 4'h0;
endmodule
==> /design/flow/run.sh <==
#!/bin/bash
# OpenROAD 26Q1-2900-gdf79404cd8, Yosys 0.63+post, stock flow scripts
make -C /OpenROAD-flow-scripts/flow DESIGN_CONFIG=/design/flow/config.mk WORK_HOME=/design/flow/orfs finish
==> /design/flow/config.mk <==
export PLATFORM = sky130hd
export DESIGN_NAME = rom_4004
export DESIGN_NICKNAME = rom_4004
export VERILOG_FILES = /design/flow/design.v
export SDC_FILE = /design/flow/constraint.sdc
export NUM_CORES = 4
export LEC_CHECK = 1
export CORE_AREA = 10 10 77 77
export DIE_AREA = 0 0 87 87
==> /design/flow/constraint.sdc <==
current_design rom_4004

set clk_period 2.5
set clk_io_pct 0.2

create_clock -name clk0 -period $clk_period [get_ports {eclk}]

set non_clock_inputs [all_inputs -no_clocks]
set_input_delay [expr $clk_period * $clk_io_pct] -clock clk0 $non_clock_inputs
set_output_delay [expr $clk_period * $clk_io_pct] -clock clk0 [all_outputs]
==> results_dict.tcl <==
# flow metrics
set metrics [dict create \
    run_status "complete, no violations" \
    drive_gt1_share_pct 8.05 \
    warnings 27 \
    r2r_slack_ps 1120 \
    vias 530 \
    fp-utilization_pct 17.5 \
    path_class "register to output pin" \
    postRouteAntennaNets 0 \
    finalClockPeriodUsage_pct 85.1 \
    synth_cell_type_count 23 \
    postCtsSetupBuffers 0 \
    syn_inst 71 \
    min_period_ps 2130 \
    clock_latency_ps 250 \
    hold_viol 0 \
    area_growth_pct 31.0 \
    die_area_um2 7570 \
    r2r_cells 4 \
    via_per_inst 3.81 \
    r2r-end "c[1]" \
    clockBufferDepth 2 \
    cap_viol_max_count 0 \
    worst_slew_pin_slew_ps 507 \
    avgSynthCellArea_um2 10.7 \
    antenna_found_initial 0 \
    yosysTopAreaCell "dfxtp_1" \
    cp-end-kind "output pin" \
    grt_overflow_total 0 \
    finalMaxSlewViolations 0 \
    grt_setup_unrepaired "no" \
    drt-initial-drc-count 11 \
    dp.cells 135 \
    whs_endpoint "c[0]" \
    clock_skew_ps 1.87 \
    htreeDepth 1 \
    track_usage_pct 3.57 \
    dp.final_hpwl_mm 1.13 \
    yosys.area.top_type_share_pct 31.5 \
    place_congestion 0.743 \
    drt_pass1_iterations 4 \
    ys.warnings.count 1 \
    first_global_vias 498 \
    io_buffers 12 \
    cts_buffers 3 \
    cp_max_fo 3 \
    ys_area_um2 763 \
    synth_flop_count 18 \
    r2r_start "c[0]" \
    n_fill_cell 443 \
    io_pins 14 \
    clock-sinks 18 \
    ys_cells 71 \
    path_clk_slew_ps 60 \
    layout_top_cells "dfxtp_1, clkdlybuf4s50_1, nor2_1" \
    grt_max_degree 12 \
    wl_per_cell_um 9.91 \
    grt_pass1_wl_mm 2.27 \
    crit_path_start_kind "register" \
    rows 24 \
    die_h_um 87 \
    whs_ps 512 \
    irDropWorstVdd_mv 0.495 \
    layoutNonFillerInstCount 139 \
    min-delay-start "c[0]" \
    cp_data_required_time_ps 2000 \
    cts_hold_buf 0 \
    synth_area_um2 763 \
    setup_viol 0 \
    worstPathArrival_ps 1630 \
    die_x_um 87 \
    cts_root_buf "clkbuf_8" \
    p_leak_nw 0.361 \
    comb_area_um2 323 \
    antenna_cells 0 \
    power.density_nw_per_um2 577 \
    flop_area_um2 420 \
    hp-class "register to register" \
    hold_path_depth 2 \
    cts_resized 0 \
    finalSetupTns_ps 0 \
    drcViolationCount 0 \
    routed_wl_mm 1.38 \
    slew_headroom_pct 66.1 \
    synth_seq_share_pct 55.1 \
    synthTopCellsByArea "dfxtp_1, edfxtp_1, mux2i_1, nor2_1, nor2b_1" \
    cts_tree "yes" \
    core_area_um2 4350 \
    max_freq_ghz 0.470 \
]
cell type report:
cell class                      count  area share [%]
Clock buffer                        3            4.13
Clock inverter                      1           0.375
Inverter                            3            1.13
Multi-Input combinational cell     48            32.3
Sequential cell                    18            42.1
Tap cell                           52            6.51
Timing Repair Buffer               14            13.5
metal layers:
metal | GRT usage (%) | wire length, µm | vias to the layer above
met2 | 4.73 | 504 | 13
li1 | - | - | 282
met4 | 0.295 | 8 | 0
met5 | 0 | 0 | -
met1 | 5.20 | 769 | 233
met3 | 1.89 | 95 | 2
worst max-delay path by stage:
stage                 startpoint        end  cells past startpoint
after CTS                  c1[2]  db_rom[0]                      3
final                      c1[2]  db_rom[2]                      3
after global routing       c1[2]  db_rom[0]                      3
stage by stage:
step | power (mW) | setup slack, ps | instance area, µm² | utilization [%]
after floorplan | 0.364 | 1180 | 763 | -
after CTS | 0.585 | 328 | 1000 | 23.0
after global placement | 0.385 | 585 | 955 | 21.9
final | 0.576 | 372 | 1000 | 23.0
after global routing | 0.603 | 232 | 1000 | 23.0
after detailed placement | 0.388 | 528 | 955 | 21.9
synth_stat cells:
| cell | instances |
|---|---|
| dfxtp_1 | 12 |
| mux2i_1 | 7 |
| nand2b_4 | 1 |
| clkbuf_1 | 1 |
| o21ai_0 | 1 |
| ha_1 | 2 |
| nand2_1 | 5 |
| nor2b_1 | 5 |
| nor4bb_1 | 1 |
| or3_1 | 1 |
| nor4_1 | 1 |
| a22o_1 | 3 |
| nor2_1 | 11 |
| a21oi_1 | 3 |
| edfxtp_1 | 6 |
| nor3b_1 | 1 |
| a31oi_1 | 1 |
| or4b_1 | 1 |
| or3b_2 | 1 |
| clkbuf_2 | 1 |
| a211oi_1 | 2 |
| inv_1 | 3 |
| and2_1 | 1 |
logic make-up after synthesis:
kind of cell	after synthesis	synth area share, %
buffers and inverters	5	2.62
flip-flops	18	55.1
adder cells (fa/ha/maj)	2	3.28
AND/OR/NAND/NOR	29	21.0
multiplexers	7	9.18
AND-OR/OR-AND	10	8.85
sequential cells by signal (all words and copies together) (netlist names):
name   cells
c1         3
clk1p      1
a          4
c          3
d1         6
clk2p      1
where the power goes:
group          internal (mW)  total [mW]  switching [mW]  leakage (nW)
Combinational         0.0309      0.0545          0.0236         0.187
Clock                  0.109       0.195          0.0861        0.0231
Sequential             0.317       0.327         0.00965         0.151
critical path: stages (launching register included):
cell             delay, ps
dfxtp_1                350
nor3b_1                360
a22o_1                 200
clkdlybuf4s50_1        470
Power is estimated from default activity; no workload was simulated.
